==> /design/flow/design.v <==
module universal_shift_register (
  input logic clk, reset, load, sin, 
  input logic [2:0] shift_mode,
  input logic [3:0] din,
  output logic [3:0] dout,
  output logic sout
);
  logic[3:0] shift_reg; 
  always@(posedge clk, posedge reset) 
  begin
    if(reset == 1) begin
      sout <= 1'b0;
    end
    else if(load == 1) begin
      shift_reg <= din;   
    end
    else begin
      case(shift_mode)
        3'b000 : begin 
          shift_reg <= din;
          sout <= 1'b0;
        end
        3'b001 : begin
          shift_reg <= {shift_reg[2:0], sin};
          sout <= 1'b0;
        end
        3'b010 : begin
          shift_reg <= {sin, shift_reg[3:1]};
          sout <= 1'b0;
        end
        3'b011 : begin
          shift_reg <= {shift_reg[2:0], 1'b0};
          sout <= shift_reg[3];
        end
        3'b100 : begin
          shift_reg <= {1'b0, shift_reg[3:1]};
          sout <= shift_reg[0];
        end
        3'b101: begin
          shift_reg <= {shift_reg[2:0], sin};
          sout <= shift_reg[3];
        end
        3'b110: begin
          shift_reg <= {sin, shift_reg[3:1]};
          sout <= shift_reg[0];
        end
        default : begin 
          shift_reg <= 4'b0000;
          sout <= 1'b0;
        end
      endcase
    end
  end
  always@(shift_mode, load, reset, shift_reg) begin
      if((load == 1) || (reset == 1)) begin
        dout = 4'b000;
      end
      else begin
        case(shift_mode)
          3'b000  : dout = shift_reg;   
          3'b001  : dout = shift_reg;   
          3'b010  : dout = shift_reg;   
          default : dout = 4'b0000;   
        endcase
      end
  end
endmodule
==> /design/flow/run.sh <==
#!/bin/bash
# OpenROAD 26Q1-2900-gdf79404cd8, Yosys 0.63+post, stock flow scripts
make -C /OpenROAD-flow-scripts/flow DESIGN_CONFIG=/design/flow/config.mk WORK_HOME=/design/flow/orfs finish
==> /design/flow/config.mk <==
export PLATFORM = sky130hd
export DESIGN_NAME = universal_shift_register
export DESIGN_NICKNAME = universal_shift_register
export VERILOG_FILES = /design/flow/design.v
export SDC_FILE = /design/flow/constraint.sdc
export NUM_CORES = 4
export LEC_CHECK = 1
export CORE_AREA = 10 10 70 70
export DIE_AREA = 0 0 80 80
==> /design/flow/constraint.sdc <==
current_design universal_shift_register

set clk_period 1.8
set clk_io_pct 0.2

create_clock -name clk0 -period $clk_period [get_ports {clk}]

set non_clock_inputs [all_inputs -no_clocks]
set_input_delay [expr $clk_period * $clk_io_pct] -clock clk0 $non_clock_inputs
set_output_delay [expr $clk_period * $clk_io_pct] -clock clk0 [all_outputs]
==> qor.yml <==
run:
  warning_count: 25
  maxCapViolCount: 0
timing:
  setup_viol: 0
  slew_viol_final: 0
  rsz0062_at_grt: "no"
  fmaxAchievable_ghz: 0.598
  period_used_pct: 93.0
  finalHoldViolations: 0
  maxSlewHeadroom_pct: 75.2
  period_needed_ns: 1.67
  clock_skew_ns: 0.00130
  tightest_slew_ns: 0.369
setup_path:
  crit_type: "in -> out"
  cp_max_fo: 3
  startpoint_type: "input pin"
  cp_data_required_time_ns: 1.44
  endpoint_kind: "primary output"
  crit_arrival_ns: 1.31
  reg2reg_setup_slack_ns: 0.68
synthesis:
  ys_seq_share_pct: 39.9
  syn_avg_cell_area_um2: 9.58
  top_area_cell: "edfxtp_1"
  yosys_area_um2: 364
  synth_stat.cells: 38
  ys_warn_count: 1
  synthTopCellsByArea: "edfxtp_1 33%, o21ai_0 11%, and2_1 10%"
  synth_flops: 5
  top_cell_area_share_pct: 33.0
  syn-cell-area_um2: 364
  yosysUniqueCellTypes: 17
  synthCells: 38
pwr:
  power_switching_share_pct: 23.4
  p_total_mw: 0.345
  seq_power_share_pct: 41.8
  power.density_nw_per_um2: 570
  ir_worst_vdd_mv: 0.183
  combPwrFrac_pct: 21.8
  p_switching_mw: 0.0805
  p_int_mw: 0.264
  p_clk_share_pct: 36.4
  total_leakage_power_nw: 0.246
detailed_routing:
  wl_met3_um: 167
  top_layer_used: "met3"
  vias: 354
  dr_wl_met2_um: 356
  ant_nets: 0
  first_pass_iters: 4
  viasPerCell: 3.34
  drtIter0Drc: 18
  remaining_drc_errors: 0
  routed_wl_mm: 1.05
  wl_per_cell_um: 9.92
  diodes: 0
  wirelength_met1_um: 527
place:
  port_buffers: 15
  gp_congestion: 0.810
  place_inst: 101
cells_and_area:
  syn_to_final_growth_pct: 66.0
  fin_cells: 106
  layout-drive-gt1-share_pct: 25.0
  final_util_pct: 17.7
  logic_area_um2: 203
  seq_area_um2: 145
  n_fill_cell: 390
  largest_reg_flops: 4
clock_tree:
  cts_root_buf: "clkbuf_4"
  clock_path_buffers: 2
  cts_max_level: 1
  clock.latency.late_pin_ns: 0.24
  clkSinkCount: 5
  clk_pin_slew_worst_paths_ns: 0.04
  numCtsBuffers: 3
  cts_tree: "yes"
  holdBufCountCts: 0
grt:
  grt_max_degree: 11
  grt_overflow_total: 0
  grt_usage_pct: 3.31
  grt_pass1_vias: 358
  grt_pass1_wl_mm: 1.66
  antenna_found_initial: 0
floorplanning:
  fp.dieW_um: 80
  initial_utilization_pct: 10.7
  rows: 21
  die-area_um2: 6400
  core_area_um2: 3420
  ios: 16
  die_y_um: 80
status:
  status: "finished clean"
hold_path:
  hp-class: "in -> async"
-- critical path, cell delays in order --
cell           delay [ns]
buf_4                0.12
a2111oi_4            0.35
buf_4                0.17
and2_1               0.11
dlygate4sd2_1        0.20
-- power groups by stage --
stage     combinational (mW)  sequential (mW)  clock, mW
4_1_cts               0.0755            0.144      0.131
5_1_grt               0.0832            0.145      0.136
6_report              0.0750            0.144      0.125
-- final cells by class --
type / instances / share of cell area (%)
sequential: 5 / 24.0
tap: 46 / 9.52
multi-input combinational: 29 / 33.5
inverter: 2 / 1.24
timing repair buffer: 20 / 27.3
clock buffer: 4 / 4.35
-- cell usage in the layout, fill, tap and decap left out, drive strengths merged --
master         count
a32oi              2
and3b              3
or2                1
clkdlybuf4s15      1
clkdlybuf4s50      6
clkbuf             4
nor3               1
dlygate4sd2        4
buf                9
edfxtp             4
xor2               1
and2               6
inv                2
a31oi              3
a2111oi            1
nand2              2
dfrtp              1
o21ai              9
-- cell usage after synthesis --
cell type and count:
o21ai_1 1, xor2_1 1, and3b_1 1, a31oi_1 3, edfxtp_1 4, nor3_1 1, inv_1 2, dfrtp_1 1
buf_2 1, a2111oi_4 1, clkbuf_1 1, nand2_1 2, and3b_2 2, or2_1 1, and2_1 6, o21ai_0 8
a32oi_1 2
-- repair_timing --
item | in CTS | in global routing
resized | 23 | 0
setup buffers | 1 | 0
endpoints found under the setup margin | 4 | 0
-- worst paths after layout --
check                      depth (start not counted)     startpoint      endpoint
max                                                5  shift_mode[0]       dout[1]
min                                                2          reset          sout
max reg2reg                                        3   shift_reg[0]  shift_reg[1]
min reg2reg                                        2           sout          sout
max in group asynchronous                          2          reset          sout
min in group clk0                                  2           sout          sout
-- layer usage --
| layer | up-vias | global-route usage [%] |
|---|---|---|
| li1 | 186 | - |
| met1 | 151 | 4.86 |
| met2 | 17 | 3.77 |
| met3 | 0 | 2.16 |
| met4 | 0 | 0.704 |
| met5 | - | 0 |
-- logic make-up (layout without fill, tap and decap cells) --
| group | after synthesis | after routing | share of synthesized area [%] |
|---|---|---|---|
| AOI/OAI and AO/OA | 15 | 15 | 29.9 |
| xor gates and xnor gates | 1 | 1 | 2.41 |
| buffers and inverters | 4 | 26 | 4.47 |
| DFF | 5 | 5 | 39.9 |
| and+or+nand+nor | 13 | 13 | 23.4 |
-- through the flow --
stage	cell area, um^2	setup TNS (ns)	hold slack, ns	worst slack (ns)
6_report	604	0	0.0451	0.126
5_1_grt	604	0	0.0550	0.0557
4_1_cts	604	0	0.0377	0.120
3_5_place_dp	593	-1.82	0.483	-0.451
3_3_place_gp	593	-1.83	0.482	-0.449
2_1_floorplan	364	0	0.135	0.485
Power and IR drop assume default switching activity.
