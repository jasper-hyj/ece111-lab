==> design.v <==
module down_counter     
 #(parameter WIDTH=4)  
 ( 
    input logic clk,
    input logic clear, 
    output logic[WIDTH-1:0] count
 );
 logic[WIDTH-1:0] cnt_value; 
 always @(posedge clk or posedge clear) 
   begin
     if (clear == 1)
       cnt_value = 'b1111;
     else 
       cnt_value = cnt_value - 1;
   end
 assign count = cnt_value;
endmodule: down_counter   
module mux_2x1 #(parameter WIDTH=4)  
(
  input logic[WIDTH-1:0] in0,  
  input logic[WIDTH-1:0] in1,  
  input logic sel, 
  output logic[WIDTH-1:0] out  
); 
  always @(sel or in0 or in1)
  begin
     if(sel == 0)
        out = in0;
     else
       out = in1; 
  end
endmodule
module up_counter     
 #(parameter WIDTH=4)  
 ( 
    input logic clk,
    input logic clear, 
    output logic[WIDTH-1:0] count
 );
 logic[WIDTH-1:0] cnt_value; 
 always @(posedge clk or posedge clear) 
   begin
     if (clear == 1)
       cnt_value = 0;
     else 
       cnt_value = cnt_value + 1;
   end
 assign count = cnt_value;
endmodule: up_counter   
module up_down_counter     
 #(parameter WIDTH=4)  
 ( 
    input logic clk,
    input logic clear, 
    input logic select,
    output logic[WIDTH-1:0] count_value
 );
 logic[WIDTH-1:0] up_count_value, down_count_value; 
   up_counter #(.WIDTH(WIDTH)) up_counter(
      .clk(clk),
      .clear(clear),
      .count(up_count_value)
   );
   down_counter #(.WIDTH(WIDTH)) down_counter(
      .clk(clk),
      .clear(clear),
      .count(down_count_value)
   );
   mux_2x1 #(.WIDTH(WIDTH)) mux_2x1(
      .in0(up_count_value),
      .in1(down_count_value),
      .sel(select),
      .out(count_value)
   );
endmodule: up_down_counter   
==> run.sh <==
#!/bin/bash
# OpenROAD 26Q1-2900-gdf79404cd8, Yosys 0.63+post, stock flow scripts
make -C /OpenROAD-flow-scripts/flow DESIGN_CONFIG=/design/flow/config.mk WORK_HOME=/design/flow/orfs finish
==> config.mk <==
export PLATFORM = sky130hd
export DESIGN_NAME = up_down_counter
export DESIGN_NICKNAME = up_down_counter
export VERILOG_FILES = /design/flow/design.v
export SDC_FILE = /design/flow/constraint.sdc
export NUM_CORES = 4
export LEC_CHECK = 1
export CORE_AREA = 10 10 70 70
export DIE_AREA = 0 0 80 80
==> constraint.sdc <==
current_design up_down_counter

set clk_period 1.3
set clk_io_pct 0.2

create_clock -name clk0 -period $clk_period [get_ports {clk}]

set non_clock_inputs [all_inputs -no_clocks]
set_input_delay [expr $clk_period * $clk_io_pct] -clock clk0 $non_clock_inputs
set_output_delay [expr $clk_period * $clk_io_pct] -clock clk0 [all_outputs]
==> out/writeup.txt <==
Per the CTS log, the buffer count on the longest clock path is 2. From synthesis to final layout, the design area changed by 62.3%. The synthesized netlist contains 11 unique library cells. The path type of the worst min-delay path is input pin to async pin.

For this design, the slowest cell found on the critical path is sky130_fd_sc_hd__dfrtp_1. The most critical hold endpoint after final layout shows a slack of 0.270 ns. Of all cell types, the one taking the most synthesized area is sky130_fd_sc_hd__dfstp_2. Pins over their slew limit in the final report were tallied at 0. The routed design shows a via density per instance of 2.73. Global routing consumed, over all layers together, 2.31% of the routing resources.

The remaining global-route overflow is 0, and the overall chip area is 6400 µm². The pin closest to its max-slew limit shows a slew of 0.318 ns. The starting utilization of the core area was 10.0%; the die height was 80 µm. With the global placement routability congestion at 0.670, the clock share of power is 40.1%.

Clock latency on the worst-skew pair, taken at its later pin, is 0.25 ns. For the portion of total power attributed to sequential cells, the log shows 56.4%. In this run the horizontal extent of the chip is 80 µm. The synthesized instance count was 26. The final timing report counts setup violations totalling 0. The cell area power density is 800 nW/µm². Yosys reports a chip area of 342 µm². In the finished design, the share of the clock period the worst path needs comes to 97.2%. The repair_antennas step left the layout with diodes totalling 0.

The delay contributed by the slowest stage of the critical path works out to 0.37 ns. The stage-log warning count is 26, and the overall power after layout is 444 µW. The violation count after the first detailed-routing iteration came out at 14.

The number of buffers added by the clock tree synthesis step is 3, and the maximum fanout along the worst path is 2. The internal portion of the total power is 362 µW. The tools report the root cell of the clock tree as sky130_fd_sc_hd__clkbuf_4.

Per the synth log, the flip-flop and latch total comes to 8. The logs give 0.171 mV for the largest voltage drop on the vdd net and 3.5% for the combinational power share. The post-route minimum period came out at 1.26 ns. TritonRoute output was used to compute an average wire per cell of 7.56 µm.

The slew check shows that the tightest pin keeps a relative margin of 78.7%. Summed over all nets, the half-perimeter wirelength after detailed placement is 531 µm. The flow ran to the end, and the final reports show no timing, DRC or antenna violations.

The cell area that synthesis handed to floorplanning was 342 µm². The critical path arrival was 1.00 ns. The logs give 86 for the cell count after placement and 0 for the tally of max-capacitance violations. The layout summary lists the proportion of cells stronger than drive strength 1 as 61.4%. For the leakage power total, the log shows 0.000268 µW. Yosys attributes the largest share of cell area to sky130_fd_sc_hd__dfstp_2, sky130_fd_sc_hd__dfrtp_1, sky130_fd_sc_hd__mux2_2. For the final hold violation count, the log shows 0. The floorplan has 21 rows. The timing-limited maximum frequency came out at 0.792 GHz. Setup repair after global routing could not meet its margin everywhere. The worst slack at placement is -0.577 ns, and the area fraction of the dominant cell type after synthesis is 30.8%. Detailed routing inserted a total of 246 vias. The logs give 0.0368 ns for the post-layout worst setup margin and 1170 µm for the global-route wire length before repair. Number of cells in the yosys synthesis report: 26. During placement, the flow inserted port buffers numbering 6.

The maximum clock skew at final layout is 0.00107 ns. The number of global-route vias before repair was 268. The total iterations of the first detailed-routing run is 2, and the synthesized area per cell is 13.1 µm². With the total core area at 3420 µm², the overall routed net length is 680 µm. TritonCTS built the clock tree. Net switching is 18.5% of the power. The count of unresolved DRC violations after routing came out at 0.

The logs give 8 for the number of clock sinks and 0.21 ns for the flop-to-flop setup slack. Sequential elements use 60.1% of the synthesized area. The count of pins on the block boundary was 7; the yosys warning tally was 3. Once layout is complete, the cells apart from fillers number 90.

The post-detailed-route count of antenna-violating nets is 0. The worst setup path is captured at a primary output. The worst setup path is launched from a flop. The class of the most critical setup path is flop to primary output. For the initial antenna violation count, the log shows 0. With the clock input transition at the sequential cells of the worst setup and hold paths at 0.05 ns, the reported net switching power is 82.0 µW. The run gives 1 for the maximum level of the CTS H-tree. The critical path endpoint has a required time of 1.04 ns. Traced cell by cell, the critical path runs through mux2_4 > buf_6.

For the largest net degree at the start of global routing, the log shows 9.
==> cell usage after synthesis <==
cell,n
sky130_fd_sc_hd__mux2_2,3
sky130_fd_sc_hd__nand2_1,1
sky130_fd_sc_hd__dfstp_2,4
sky130_fd_sc_hd__xor2_1,3
sky130_fd_sc_hd__dfrtp_1,4
sky130_fd_sc_hd__o21ai_0,1
sky130_fd_sc_hd__ha_1,2
sky130_fd_sc_hd__nor3_2,1
sky130_fd_sc_hd__xnor2_1,1
sky130_fd_sc_hd__nand3_1,1
sky130_fd_sc_hd__inv_1,5
==> sequential cells by signal, indices dropped and copies added, names as in the netlist <==
name                    flops
down_counter.cnt_value      4
up_counter.cnt_value        4
==> cells in the final DEF, fill, tap and decap left out, drive strengths merged <==
cell type	n
xor2	3
ha	2
clkdlybuf4s15	1
nor3	1
xnor2	1
clkbuf	3
nand3	1
dfrtp	4
clkdlybuf4s50	1
buf	13
dfstp	4
mux2	3
inv	5
o21ai	1
nand2	1
==> repair_timing <==
item	in CTS	in global routing
endpoints found under the setup margin	4	2
cloned	0	0
hold buffers	0	0
gates resized	20	2
setup buffers	1	0
==> path summary, 6_finish.rpt <==
kind,start,endpoint,depth (start not counted)
max in group asynchronous,clear,down_counter.cnt_value[1],2
max,up_counter.cnt_value[1],count_value[1],2
min reg2reg,up_counter.cnt_value[0],up_counter.cnt_value[1],1
min,clear,up_counter.cnt_value[2],2
min in group clk0,up_counter.cnt_value[0],up_counter.cnt_value[1],1
max reg2reg,down_counter.cnt_value[0],down_counter.cnt_value[2],4
==> power groups by stage <==
stage	Combinational, µW	Clock, µW	Sequential (µW)
after global routing	17.2	201	250
after CTS	15.4	188	250
final	15.6	178	250
==> area by class of cell <==
type / instances / area (µm²)
inverters: 5 / 18.8
flip-flops and latches: 8 / 205
fillers: 393 / 2860
multi-input cells: 13 / 135
repair buffers: 15 / 115
clock buffers: 3 / 22.5
well taps: 46 / 57.6
==> metal layers <==
metal,wire length (µm),up-vias,global-route usage [%]
met2,279,9,3.13
met5,0,-,0
met1,286,118,2.65
met4,34,0,0.880
met3,80,2,1.82
li1,-,117,-
==> through the flow <==
| step | area, µm² | utilization [%] | setup TNS (ns) |
|---|---|---|---|
| floorplan | 342 | - | 0 |
| global placement | 519 | 15.2 | -2.19 |
| detailed placement | 519 | 15.2 | -2.20 |
| CTS | 546 | 16.0 | 0 |
| global route | 554 | 16.2 | -0.0159 |
| finish | 554 | 16.2 | 0 |
==> kinds of logic (layout without fill, tap and decap cells) <==
| kind of cell | Yosys count | after routing | share of synthesized area [%] |
|---|---|---|---|
| AOI/OAI and AO/OA | 1 | 1 | 1.46 |
| buffers and inverters | 5 | 23 | 5.50 |
| and+or+nand+nor | 3 | 3 | 5.49 |
| DFF | 8 | 8 | 60.1 |
| muxes | 3 | 3 | 9.89 |
| adders and majority gates | 2 | 2 | 7.32 |
| xor gates and xnor gates | 4 | 4 | 10.3 |
==> worst max-delay path: cells and delay by family (launching register included) <==
kind	cells	cell delay (ns)
buffers and inverters	1	0.11
DFF	1	0.37
muxes	1	0.28
Power and IR drop assume default switching activity.
